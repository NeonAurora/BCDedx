### flow/design.v
module bcd_subtractor_8bit (
    input  wire [7:0] A,         
    input  wire [7:0] B,        
    output wire [7:0] DIFF_BCD,  
    output wire       BORROW_OUT 
);
    wire [7:0] b_inverted = ~B;
    wire [7:0] raw_sub;
    wire       raw_cout;  
    ripple_adder_8bit adder_raw (
        .a   (A),
        .b   (b_inverted),
        .cin (1'b1),
        .sum (raw_sub),
        .cout(raw_cout)
    );
    wire A_less_B = (raw_cout == 1'b1); 
    wire [7:0] positive_sub_bcd;
    wire       dummy_borrow_pos;
    bcd_sub_pos correction_positive (
        .raw_diff (raw_sub),
        .diff_bcd (positive_sub_bcd),
        .borrow   (dummy_borrow_pos)
    );
    wire [7:0] magnitude_neg;
    wire       dummy_cout_neg;
    ripple_adder_8bit find_mag (
        .a   (~raw_sub),
        .b   (8'h01),
        .cin (1'b0),
        .sum (magnitude_neg),
        .cout(dummy_cout_neg)
    );
    wire [7:0] negative_sub_bcd;
    wire       dummy_borrow_neg;
    bcd_sub_pos correction_negative (
        .raw_diff (magnitude_neg),
        .diff_bcd (negative_sub_bcd),
        .borrow   (dummy_borrow_neg)
    );
    assign DIFF_BCD   = (A_less_B) ? negative_sub_bcd : positive_sub_bcd;
    assign BORROW_OUT = (A_less_B) ? 1'b1            : 1'b0;
endmodule
module bcd_sub_pos (
    input  wire [7:0] raw_diff,
    output wire [7:0] diff_bcd,
    output wire       borrow
);
    wire lower_need_correction = (raw_diff[3:0] > 4'd9);
    wire [7:0] corr_lower_val  = (lower_need_correction) ? 8'hFA : 8'h00; 
    wire [7:0] corrected_lower;
    wire       cout_lower;
    ripple_adder_8bit corr_l (
        .a   (raw_diff),
        .b   (corr_lower_val),
        .cin (1'b0),
        .sum (corrected_lower),
        .cout(cout_lower)
    );
    wire upper_need_correction = (corrected_lower[7:4] > 4'd9);
    wire [7:0] corr_upper_val  = (upper_need_correction) ? 8'hA0 : 8'h00;
    wire [7:0] corrected_final;
    wire       cout_upper;
    ripple_adder_8bit corr_u (
        .a   (corrected_lower),
        .b   (corr_upper_val),
        .cin (1'b0),
        .sum (corrected_final),
        .cout(cout_upper)
    );
    wire nibble_over = (corrected_final[7:4] > 4'd9);
    assign borrow    = nibble_over;
    assign diff_bcd  = corrected_final;
endmodule
module full_adder (
    input  wire a, 
    input  wire b,    
    input  wire cin,  
    output wire sum, 
    output wire cout 
);
    assign sum  = a ^ b ^ cin;
    assign cout = (a & b) | (b & cin) | (a & cin);
endmodule
module ripple_adder_8bit (
    input  wire [7:0] a,
    input  wire [7:0] b,
    input  wire       cin,
    output wire [7:0] sum,
    output wire       cout
);	 
    wire c1, c2, c3, c4, c5, c6, c7;
    full_adder fa0(
        .a   (a[0]),
        .b   (b[0]),
        .cin (cin),
        .sum (sum[0]),
        .cout(c1)
    );
    full_adder fa1(
        .a   (a[1]),
        .b   (b[1]),
        .cin (c1),
        .sum (sum[1]),
        .cout(c2)
    );
    full_adder fa2(
        .a   (a[2]),
        .b   (b[2]),
        .cin (c2),
        .sum (sum[2]),
        .cout(c3)
    );
    full_adder fa3(
        .a   (a[3]),
        .b   (b[3]),
        .cin (c3),
        .sum (sum[3]),
        .cout(c4)
    );
    full_adder fa4(
        .a   (a[4]),
        .b   (b[4]),
        .cin (c4),
        .sum (sum[4]),
        .cout(c5)
    );
    full_adder fa5(
        .a   (a[5]),
        .b   (b[5]),
        .cin (c5),
        .sum (sum[5]),
        .cout(c6)
    );
    full_adder fa6(
        .a   (a[6]),
        .b   (b[6]),
        .cin (c6),
        .sum (sum[6]),
        .cout(c7)
    );
    full_adder fa7(
        .a   (a[7]),
        .b   (b[7]),
        .cin (c7),
        .sum (sum[7]),
        .cout(cout)
    );
endmodule
### flow/run.sh
#!/bin/bash
# OpenROAD 26Q1-2900-gdf79404cd8, Yosys 0.63+post, stock flow scripts
make -C /OpenROAD-flow-scripts/flow DESIGN_CONFIG=/design/flow/config.mk WORK_HOME=/design/flow/orfs finish
### flow/config.mk
export PLATFORM = sky130hd
export DESIGN_NAME = bcd_subtractor_8bit
export DESIGN_NICKNAME = bcd_subtractor_8bit
export VERILOG_FILES = /design/flow/design.v
export SDC_FILE = /design/flow/constraint.sdc
export NUM_CORES = 4
export LEC_CHECK = 1
export CORE_AREA = 10 10 77 77
export DIE_AREA = 0 0 87 87
### flow/constraint.sdc
current_design bcd_subtractor_8bit

set clk_period 4.3
set clk_io_pct 0.2

create_clock -name clk0 -period $clk_period

set non_clock_inputs [all_inputs -no_clocks]
set_input_delay [expr $clk_period * $clk_io_pct] -clock clk0 $non_clock_inputs
set_output_delay [expr $clk_period * $clk_io_pct] -clock clk0 [all_outputs]
==> flow_summary.yaml <==
# physical design summary
final_timing:
  fmax_mhz: 156
  slew_viol_final: 0
  fin_crit_ps: 6430
  period_used_pct: 149
  tns_ps: -8260
  worst_slew_pin_slew_ps: 239
  rsz0062_at_grt: "yes"
  fin_ws_ps: -2130
  setup_viol: 8
  finalHoldViolations: 0
  relSlewSlack_pct: 84.0
flow_run:
  maxCapViolations: 0
  warnings: 38
cells_and_area:
  instances_no_fill: 196
  fillers: 415
  num-clock-buffers: 0
  logic_area_um2: 837
  area_growth_pct: 76.6
  seq_cells: 0
  drive_above_1_share_pct: 50.7
  flop_area_um2: 0
worst_setup_path:
  path_delay_family: "adder cells"
  end_kind: "primary output"
  max_stage_delay_ps: 470
  startpoint_type: "input port"
  crit_buf_inv: 7
  critPathSlowestCell: "fa_2"
  timing.critical_path.mode_cell: "fa_2"
  cp_max_fo: 2
  critical_path_class: "input port to primary output"
  cp_data_required_time_ps: 3440
  worstPathArrival_ps: 5570
detailed_routing:
  wl_per_cell_um: 9.15
  diodes: 0
  vias_per_cell: 3.72
  vias: 729
  drtAntennaViolNets: 0
  drt_iter0_drc: 21
  drt-total-wl_mm: 1.79
  route.detailed.drc: 0
  first_pass_iters: 2
pwr:
  internal_power_uw: 442
  switching_share_pct: 39.4
  ir_worst_vdd_v: 0.000163
  combPwrFrac_pct: 100.0
  powerDensity_mw_per_mm2: 491
  p_leak_uw: 0.000750
  power_frac_clock_pct: 0
  pwr-share-seq_pct: 0
  power.switching_uw: 287
die:
  num_rows: 24
  ios: 25
  die_area_mm2: 0.00757
  die_height_um: 87
  die-width_um: 87
  fp_util_pct: 19.3
  core_mm2: 0.00435
placed_design:
  dp_cells: 186
  portBuffers: 25
  dp_slack_ps: -3150
  gp_congestion: 0.733
  dp_hpwl_mm: 1.69
yosys:
  ys_warn_count: 0
  ys_cells: 91
  ys_seq_share_pct: 0
  syn_area_um2: 841
  synth.distinct_cells: 22
  synthCells: 91
  yosys_area_um2: 841
  postSynthAreaPerCell_um2: 9.24
global_routing:
  antenna_found_initial: 0
  grt_pass1_wl_mm: 3.29
  grt_max_degree: 7
  grt.total_usage_pct: 5.01
  grt-ovfl-total: 0
  grt_pass1_vias: 805
hold_path:
  hp-class: "input port to primary output"
status:
  status: "complete, but fails checks"
  violations: "negative setup slack"
clocking:
  postCtsHoldBufs: 0
==> per-layer routing <==
layer | up-vias | track usage (%) | share of wire [%]
li1 | 386 | - | -
met2 | 13 | 9.13 | 50
met5 | - | 0 | 0
met4 | 0 | 0 | 0
met1 | 330 | 6.38 | 46
met3 | 0 | 0.849 | 3.3
==> worst min-delay path: cells and delay by family <==
kind,cells,cell delay [ps]
adder cells (fa/ha/maj),3,420
buffers and inverters,2,160
multiplexers,1,120
==> cell families (layout without fill, tap and decap cells) <==
family | Yosys count | count (layout) | synth area share, %
multiplexers | 5 | 5 | 6.55
XOR/XNOR | 6 | 6 | 6.25
adder cells (fa/ha/maj) | 31 | 31 | 58.6
AND-OR/OR-AND | 8 | 8 | 7.59
AND/OR/NAND/NOR | 13 | 13 | 8.04
buffers and inverters | 28 | 81 | 12.9
==> cell usage after synthesis <==
| cell type | count | area share [%] |
|---|---|---|
| o21bai_1 | 1 | 0.89 |
| o211ai_1 | 1 | 0.89 |
| mux2_2 | 4 | 5.4 |
| o211ai_2 | 1 | 1.5 |
| o21ai_0 | 2 | 1.2 |
| or4b_1 | 1 | 1.2 |
| nor3_1 | 1 | 0.59 |
| nand2_1 | 3 | 1.3 |
| ha_1 | 17 | 25 |
| a21oi_1 | 2 | 1.2 |
| inv_1 | 27 | 12 |
| buf_4 | 1 | 0.89 |
| nand2b_1 | 1 | 0.74 |
| fa_1 | 14 | 33 |
| and3_1 | 1 | 0.74 |
| o21ai_4 | 1 | 1.9 |
| xor2_1 | 2 | 2.1 |
| and2_1 | 1 | 0.74 |
| nor3b_1 | 1 | 0.89 |
| xnor2_1 | 4 | 4.2 |
| nor2_1 | 4 | 1.8 |
| mux2i_1 | 1 | 1.2 |
==> power groups by stage <==
stage,sequential (uW),combinational (uW),clock [uW]
4_1_cts,0,706,0
5_1_grt,0,829,0
6_report,0,729,0
==> timing repair <==
action,in CTS,in global routing
endpoints found under the setup margin,8,8
pin swaps,21,16
buffers inserted,10,1
resized,51,10
==> final cells by class <==
cell class                 instances  area share, %
inverter                          27           7.67
multi-input combinational         63           56.4
tap                               52           4.38
timing repair buffer              54           31.6
==> metrics by stage <==
step                      power [uW]  cell area [um2]  utilization (%)  hold WS, ps
final                            729             1490             34.1         2420
after global routing             829             1490             34.1         2450
after detailed placement         713             1390             31.8         2940
after floorplan                  389              938                -         1870
after global placement           697             1390             31.8         2940
after CTS                        706             1460             33.6         2450
==> path summary, 6_finish.rpt <==
path,start,slack [ps],endpoint,cells after the start
max,A[0],-2130,DIFF_BCD[7],26
min,B[0],2420,DIFF_BCD[1],6
==> cell usage in the layout (no fill, tap or decap), types with 2 or more instances in the layout <==
master	n
nand2_1	2
ha_1	12
xor2_1	2
buf_2	6
buf_6	9
fa_2	11
ha_4	4
inv_1	19
o21ai_1	2
nor2_1	4
xnor2_1	4
mux2_4	4
buf_4	23
fa_1	3
clkdlybuf4s50_1	11
inv_2	7
dlymetal6s2s_1	2
Power and IR drop assume default switching activity.
