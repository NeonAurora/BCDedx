==> flow/design.v <==
module alu_8bit (
    input  wire [7:0] a,
    input  wire [7:0] b,
    input  wire       selAdd,
    input  wire       selSub,
    input  wire       selMul,
    input  wire       selDiv,
    output wire [15:0] result,
    output wire        status
);
    wire [7:0] bcd_sum;
    wire       bcd_carry;
    bcd_adder_8bit add_inst (
        .A(a),
        .B(b),
        .SUM_BCD(bcd_sum),
        .CARRY_OUT(bcd_carry)
    );
    wire [15:0] result_add  = {8'h00, bcd_sum};
    wire        status_add  = bcd_carry;
    wire [7:0] bcd_diff;
    wire       bcd_borrow;
    bcd_subtractor_8bit_eac sub_inst (
        .A(a),
        .B(b),
        .DIFF_BCD(bcd_diff),
        .EAC(bcd_borrow)
    );
    wire [15:0] result_sub  = {8'h00, bcd_diff};
    wire        status_sub  = bcd_borrow;  
    wire [15:0] product_mul;
    mul_8bit_logic mul_inst (
        .A(a),
        .B(b),
        .product(product_mul)
    );
    wire overflow_mul = (product_mul[15:8] != 8'h00);
    wire [15:0] result_mul  = product_mul;
    wire        status_mul  = overflow_mul;
    wire div_by_zero = (b == 8'h00);
    wire [7:0] quotient_div;
    wire [7:0] remainder_div;
    div_8bit_logic div_inst (
        .A(a),
        .B(b),
        .Q(quotient_div),
        .R(remainder_div)
    );
    wire [15:0] result_div = div_by_zero ? 16'hFFFF :
                              { remainder_div, quotient_div };
    wire        status_div = div_by_zero ? 1'b1 : 1'b0;
    wire [15:0] mux_result = (selAdd ? result_add  :
                              selSub ? result_sub  :
                              selMul ? result_mul  :
                                       result_div );
    wire        mux_status = (selAdd ? status_add  :
                              selSub ? status_sub  :
                              selMul ? status_mul  :
                                       status_div );
    assign result = mux_result;
    assign status = mux_status;
endmodule
module bcd_adder_8bit (
    input  wire [7:0] A,
    input  wire [7:0] B,      
    output wire [7:0] SUM_BCD, 
    output wire       CARRY_OUT
);
    wire [3:0] bin_sum_lower;
    wire       carry_lower_raw;
    ripple_adder_4bit add_lower (
        .a   (A[3:0]),
        .b   (B[3:0]),
        .cin (1'b0),
        .sum (bin_sum_lower),
        .cout(carry_lower_raw)
    );
    wire [4:0] sum_lower_5bit = {carry_lower_raw, bin_sum_lower};   
	wire lower_correction_needed = (sum_lower_5bit >= 5'd10);
    wire [3:0] correction_lower_value  = lower_correction_needed ? 4'd6 : 4'd0;
    wire [3:0] bcd_sum_lower;
    wire       carry_lower_nibble;
    ripple_adder_4bit corr_lower (
        .a   (bin_sum_lower),
        .b   (correction_lower_value),
        .cin (1'b0),
        .sum (bcd_sum_lower),
        .cout(carry_lower_nibble)
    );
    wire carry_to_upper = carry_lower_raw | carry_lower_nibble;
    wire [3:0] bin_sum_upper;
    wire       carry_upper_raw;
    ripple_adder_4bit add_upper (
        .a   (A[7:4]),
        .b   (B[7:4]),
        .cin (carry_to_upper),
        .sum (bin_sum_upper),
        .cout(carry_upper_raw)
    );
    wire       upper_correction_needed = (bin_sum_upper >= 4'd10);
    wire [3:0] correction_upper_value  = upper_correction_needed ? 4'd6 : 4'd0;
    wire [3:0] bcd_sum_upper;
    wire       carry_upper_nibble;
    ripple_adder_4bit corr_upper (
        .a   (bin_sum_upper),
        .b   (correction_upper_value),
        .cin (1'b0),
        .sum (bcd_sum_upper),
        .cout(carry_upper_nibble)
    );
    wire final_carry_or_over = (bcd_sum_upper >= 4'd10) | carry_upper_nibble | carry_upper_raw;
    assign SUM_BCD   = { bcd_sum_upper, bcd_sum_lower };
    assign CARRY_OUT = final_carry_or_over;
endmodule
module bcd_subtractor_8bit_eac (
    input  wire [7:0] A,
    input  wire [7:0] B,  
    output wire [7:0] DIFF_BCD, 
    output wire       EAC,     
    output wire [7:0] debug_Adder1 
);
    wire [7:0] compB = ~B; 
    wire [3:0] sum_lsb;
    wire       carry_lsb;
    bcd_adder_4bit adder1_lsb (
        .A(A[3:0]),
        .B(compB[3:0]),
        .cin(1'b1),   
        .sum(sum_lsb),
        .cout(carry_lsb)
    );
    wire [3:0] sum_msb;
    wire       carry_msb;
    bcd_adder_4bit adder1_msb (
        .A(A[7:4]),
        .B(compB[7:4]),
        .cin(carry_lsb),  
        .sum(sum_msb),
        .cout(carry_msb)
    );
    wire [7:0] sum_Adder1 = { sum_msb, sum_lsb };
    assign EAC = carry_msb;
    assign debug_Adder1 = sum_Adder1;
    wire [3:0] final_lsb;
    wire       carry2_lsb;
    second_pass_logic nibble0_pass2 (
        .group_in  (sum_lsb),
        .carry_in  (carry_lsb),
        .EAC       (EAC),
        .group_out (final_lsb),
        .cout      (carry2_lsb)
    );
    wire [3:0] final_msb;
    wire       carry2_msb;
    second_pass_logic nibble1_pass2 (
        .group_in  (sum_msb),
        .carry_in  (carry2_lsb), 
        .EAC       (EAC),
        .group_out (final_msb),
        .cout      (carry2_msb)
    );
    assign DIFF_BCD = { final_msb, final_lsb };	   
endmodule
module second_pass_logic (
    input  wire [3:0] group_in,
    input  wire       carry_in,
    input  wire       EAC,
    output wire [3:0] group_out,
    output wire       cout
);
    wire [3:0] xfer_val = (EAC == 1'b1) ? group_in : (~group_in);
    wire add_10 = ((EAC == 1'b1) && (carry_in == 1'b0)) ||
                  ((EAC == 1'b0) && (carry_in == 1'b1));
    wire [3:0] add_nibble = add_10 ? 4'b1010 : 4'b0000;
    wire [3:0] sum_nibble;
    wire       c_out;
    bcd_adder_4bit pass2_nibble_adder (
        .A(xfer_val),
        .B(add_nibble),
        .cin(1'b0),
        .sum(sum_nibble),
        .cout(c_out)
    );
    assign group_out = sum_nibble;
    assign cout      = c_out;
endmodule
module bcd_adder_4bit (
    input  wire [3:0] A,
    input  wire [3:0] B,
    input  wire       cin,
    output wire [3:0] sum,
    output wire       cout
);
    wire c1, c2, c3;
    full_adder fa0 ( .a(A[0]), .b(B[0]), .cin(cin),  .sum(sum[0]), .cout(c1) );
    full_adder fa1 ( .a(A[1]), .b(B[1]), .cin(c1),   .sum(sum[1]), .cout(c2) );
    full_adder fa2 ( .a(A[2]), .b(B[2]), .cin(c2),   .sum(sum[2]), .cout(c3) );
    full_adder fa3 ( .a(A[3]), .b(B[3]), .cin(c3),   .sum(sum[3]), .cout(cout));
endmodule	
module div_8bit_logic (
    input  wire [7:0] A,
    input  wire [7:0] B,
    output wire [7:0] Q,
    output wire [7:0] R
);
    wire div_by_zero = (B == 8'h00);	  
    wire [8:0] rem_base = 9'd0;
    wire [8:0] rem_s0, rem_s1, rem_s2, rem_s3;
    wire [8:0] rem_s4, rem_s5, rem_s6, rem_s7;
    wire       qbit7, qbit6, qbit5, qbit4;
    wire       qbit3, qbit2, qbit1, qbit0;
    div_stage stage0 (
        .inRem   (rem_base),
        .topBit  (A[7]),   
        .divisor (B),
        .outRem  (rem_s0),
        .qBit    (qbit7)
    );
    div_stage stage1 (
        .inRem   (rem_s0),
        .topBit  (A[6]),
        .divisor (B),
        .outRem  (rem_s1),
        .qBit    (qbit6)
    );
    div_stage stage2 (
        .inRem   (rem_s1),
        .topBit  (A[5]),
        .divisor (B),
        .outRem  (rem_s2),
        .qBit    (qbit5)
    );
    div_stage stage3 (
        .inRem   (rem_s2),
        .topBit  (A[4]),
        .divisor (B),
        .outRem  (rem_s3),
        .qBit    (qbit4)
    );
    div_stage stage4 (
        .inRem   (rem_s3),
        .topBit  (A[3]),
        .divisor (B),
        .outRem  (rem_s4),
        .qBit    (qbit3)
    );
    div_stage stage5 (
        .inRem   (rem_s4),
        .topBit  (A[2]),
        .divisor (B),
        .outRem  (rem_s5),
        .qBit    (qbit2)
    );
    div_stage stage6 (
        .inRem   (rem_s5),
        .topBit  (A[1]),
        .divisor (B),
        .outRem  (rem_s6),
        .qBit    (qbit1)
    );
    div_stage stage7 (
        .inRem   (rem_s6),
        .topBit  (A[0]),
        .divisor (B),
        .outRem  (rem_s7),
        .qBit    (qbit0)
    );
    wire [7:0] quotient_raw   = {qbit7, qbit6, qbit5, qbit4, qbit3, qbit2, qbit1, qbit0};
    wire [7:0] remainder_raw  = rem_s7[7:0];
    assign Q = (div_by_zero) ? 8'h00 : quotient_raw;
    assign R = (div_by_zero) ? 8'h00 : remainder_raw;
endmodule
module div_stage (
    input  wire [8:0] inRem,    
    input  wire       topBit,   
    input  wire [7:0] divisor,  
    output wire [8:0] outRem,   
    output wire       qBit      
);														 
    wire [8:0] shifted = {inRem[7:0], topBit};
    wire [8:0] divisor_9 = {1'b0, divisor};
    wire [8:0] diff;
    wire       borrow;
    ripple_sub_9bit sub9 (
        .x   (shifted),
        .y   (divisor_9),
        .diff(diff),
        .borrow(borrow)
    );
    assign qBit   = ~borrow;
    assign outRem = borrow ? shifted : diff;
endmodule
module full_adder (
    input  wire a, 
    input  wire b,    
    input  wire cin,  
    output wire sum, 
    output wire cout 
);
    assign sum  = a ^ b ^ cin;
    assign cout = (a & b) | (b & cin) | (a & cin);
endmodule
module mul_8bit_logic (
    input  wire [7:0] A,
    input  wire [7:0] B,
    output wire [15:0] product
); 
    wire [15:0] p0 = B[0] ? {8'b0, A          } : 16'b0;
    wire [15:0] p1 = B[1] ? {7'b0, A, 1'b0    } : 16'b0;
    wire [15:0] p2 = B[2] ? {6'b0, A, 2'b0    } : 16'b0;
    wire [15:0] p3 = B[3] ? {5'b0, A, 3'b0    } : 16'b0;
    wire [15:0] p4 = B[4] ? {4'b0, A, 4'b0    } : 16'b0;
    wire [15:0] p5 = B[5] ? {3'b0, A, 5'b0    } : 16'b0;
    wire [15:0] p6 = B[6] ? {2'b0, A, 6'b0    } : 16'b0;
    wire [15:0] p7 = B[7] ? {1'b0, A, 7'b0    } : 16'b0;
    wire [15:0] sum_01, sum_02, sum_03, sum_04, sum_05, sum_06, sum_07;
    wire c01, c02, c03, c04, c05, c06, c07;
    ripple_adder_16bit add01 (
        .a   (p0),
        .b   (p1),
        .cin (1'b0),
        .sum (sum_01),
        .cout(c01)
    );
    ripple_adder_16bit add02 (
        .a   (sum_01),
        .b   (p2),
        .cin (1'b0),
        .sum (sum_02),
        .cout(c02)
    );
    ripple_adder_16bit add03 (
        .a   (sum_02),
        .b   (p3),
        .cin (1'b0),
        .sum (sum_03),
        .cout(c03)
    );
    ripple_adder_16bit add04 (
        .a   (sum_03),
        .b   (p4),
        .cin (1'b0),
        .sum (sum_04),
        .cout(c04)
    );
    ripple_adder_16bit add05 (
        .a   (sum_04),
        .b   (p5),
        .cin (1'b0),
        .sum (sum_05),
        .cout(c05)
    );
    ripple_adder_16bit add06 (
        .a   (sum_05),
        .b   (p6),
        .cin (1'b0),
        .sum (sum_06),
        .cout(c06)
    );
    ripple_adder_16bit add07 (
        .a   (sum_06),
        .b   (p7),
        .cin (1'b0),
        .sum (sum_07),
        .cout(c07)
    );
    assign product = sum_07;
endmodule
module ripple_adder_16bit (
    input  wire [15:0] a,
    input  wire [15:0] b,
    input  wire        cin,
    output wire [15:0] sum,
    output wire        cout
);
    wire c1, c2, c3;
    ripple_adder_4bit ra0 (
        .a(a[3:0]),
        .b(b[3:0]),
        .cin(cin),
        .sum(sum[3:0]),
        .cout(c1)
    );
    ripple_adder_4bit ra1 (
        .a(a[7:4]),
        .b(b[7:4]),
        .cin(c1),
        .sum(sum[7:4]),
        .cout(c2)
    );
    ripple_adder_4bit ra2 (
        .a(a[11:8]),
        .b(b[11:8]),
        .cin(c2),
        .sum(sum[11:8]),
        .cout(c3)
    );
    ripple_adder_4bit ra3 (
        .a(a[15:12]),
        .b(b[15:12]),
        .cin(c3),
        .sum(sum[15:12]),
        .cout(cout)
    );
endmodule
module ripple_adder_4bit (
    input  wire [3:0] a,
    input  wire [3:0] b,
    input  wire       cin,
    output wire [3:0] sum,
    output wire       cout
);
    wire c1, c2, c3;
    full_adder fa0 (
        .a   (a[0]),
        .b   (b[0]),
        .cin (cin),
        .sum (sum[0]),
        .cout(c1)
    );
    full_adder fa1 (
        .a   (a[1]),
        .b   (b[1]),
        .cin (c1),
        .sum (sum[1]),
        .cout(c2)
    );
    full_adder fa2 (
        .a   (a[2]),
        .b   (b[2]),
        .cin (c2),
        .sum (sum[2]),
        .cout(c3)
    );
    full_adder fa3 (
        .a   (a[3]),
        .b   (b[3]),
        .cin (c3),
        .sum (sum[3]),
        .cout(cout)
    );
endmodule
module ripple_sub_9bit (
    input  wire [8:0] x,
    input  wire [8:0] y,
    output wire [8:0] diff,
    output wire       borrow
);
    wire [8:0] y_invert = ~y; 
    wire [8:0] sum;
    wire       cout;
    wire [3:0] sum_lo;
    wire       c_lo;
    ripple_adder_4bit ra_lo(
        .a(x[3:0]),
        .b(y_invert[3:0]),
        .cin(1'b1),  
        .sum(sum_lo),
        .cout(c_lo)
    );
    wire [3:0] sum_mid;
    wire       c_mid;
    ripple_adder_4bit ra_mid(
        .a(x[7:4]),
        .b(y_invert[7:4]),
        .cin(c_lo),
        .sum(sum_mid),
        .cout(c_mid)
    );
    wire sum_bit8;
    wire cout_bit8;
    full_adder fa_8(
        .a(x[8]),
        .b(y_invert[8]),
        .cin(c_mid),
        .sum(sum_bit8),
        .cout(cout_bit8)
    );
    assign sum = {sum_bit8, sum_mid, sum_lo};	
    assign borrow = ~cout_bit8;
    assign diff   = sum;
endmodule
==> flow/run.sh <==
#!/bin/bash
# OpenROAD 26Q1-2900-gdf79404cd8, Yosys 0.63+post, stock flow scripts
make -C /OpenROAD-flow-scripts/flow DESIGN_CONFIG=/design/flow/config.mk WORK_HOME=/design/flow/orfs finish
==> flow/config.mk <==
export PLATFORM = sky130hd
export DESIGN_NAME = alu_8bit
export DESIGN_NICKNAME = alu_8bit
export VERILOG_FILES = /design/flow/design.v
export SDC_FILE = /design/flow/constraint.sdc
export NUM_CORES = 4
export LEC_CHECK = 1
export CORE_UTILIZATION = 50
==> flow/constraint.sdc <==
current_design alu_8bit

set clk_period 31.8
set clk_io_pct 0.2

create_clock -name clk0 -period $clk_period

set non_clock_inputs [all_inputs -no_clocks]
set_input_delay [expr $clk_period * $clk_io_pct] -clock clk0 $non_clock_inputs
set_output_delay [expr $clk_period * $clk_io_pct] -clock clk0 [all_outputs]
==> impl_metrics.json <==
{
  "power.density_nw_per_um2": 67.2,
  "crit_fanout": 4,
  "pre_cts_ws_ns": -3.35,
  "core_um2": 9770,
  "drc": 0,
  "hp-class": "in -> out",
  "drive_gt1_share_pct": 35.4,
  "routed.top_layer": "met4",
  "grtUsageTotal_pct": 30.0,
  "fin_crit_ns": 34.25,
  "crit_path_end_kind": "output port",
  "start_kind": "input pin",
  "cpLargestDelayFamily": "adder cells",
  "wl_met2_um": 6000,
  "grt_pass1_vias": 4294,
  "postLayoutSetupSlackWorst_ns": -2.45,
  "ys_cells": 533,
  "critPathKind": "in -> out",
  "cp_slowest_cell": "fa_2",
  "timing.hold.ws_ns": 13.65,
  "wl_um": 13100,
  "num_antenna_cells": 0,
  "portBuffers": 36,
  "nFillCells": 791,
  "fin_crit_sh_pct": 108,
  "die_width_um": 102,
  "viasPerCell": 5.29,
  "slew_headroom_pct": 45.5,
  "row_count": 36,
  "ys_area_um2": 5020,
  "totalPowerFinal_mw": 0.443,
  "fmax_mhz": 29.2,
  "crit_path_max_incr_delay_ns": 0.36,
  "openroad.warnings": 54,
  "wl_met1_um": 6030,
  "status": "complete, but fails checks",
  "yosysSeqAreaShare_pct": 0,
  "area_delta_synth_final_pct": 31.4,
  "n_clock_buffer": 0,
  "required_ns": 25.44,
  "synth_cell_type_count": 64,
  "grt_pass1_wl_um": 21800,
  "initial_utilization_pct": 51.4,
  "first_pass_iters": 4,
  "finalNonFillerCells": 782,
  "violations": "negative setup slack",
  "yosys_warnings": 0,
  "drt.antenna.violating_nets": 0,
  "wl_met3_um": 804,
  "syn-cell-area_um2": 5020,
  "layout_top_cell": "buf_4",
  "drv_slew": 0,
  "placed_area_um2": 6390,
  "setup_viol": 9,
  "grt_max_degree": 19,
  "drt-initial-drc-count": 100,
  "fin_area_um2": 6600,
  "postSynthCellCount": 533,
  "die-height_um": 102,
  "grt_overflow": 0,
  "place_congestion": 0.915,
  "dieArea_um2": 10400,
  "antenna_found_initial": 0,
  "postCtsHoldBufs": 0,
  "ios": 37,
  "syn_avg_cell_area_um2": 9.42,
  "cpMostUsedCell": "fa_2",
  "grt_setup_unrepaired": "true",
  "hpwl_um": 11100,
  "max-vdd-ir-drop_v": 0.0000514,
  "p_leak_nw": 3.03,
  "dp.cells": 768,
  "seqCellArea_um2": 0,
  "cp.buffers_inverters": 16,
  "critPathArrivalTime_ns": 27.89,
  "vias": 4138,
  "wl_per_cell_um": 16.8,
  "cap_violations": 0,
  "n_sequential_cell": 0,
  "worst_slew_pin_slew_ns": 0.817,
  "final_layout_top_logic_cells": "88 x buf_4, 85 x inv_1, 63 x fa_1",
  "finalHoldViolCount": 0
}
-- Yosys cell counts, types with 3 or more instances --
cell / n / area share [%]
a211oi_1: 3 / 0.45
a21o_1: 3 / 0.45
a21oi_1: 14 / 1.4
a221o_1: 7 / 1.4
a221oi_1: 8 / 1.4
a221oi_2: 5 / 1.5
a22o_1: 3 / 0.52
a22oi_1: 3 / 0.45
a31oi_1: 3 / 0.37
and2_1: 8 / 1.0
buf_6: 4 / 0.90
clkbuf_1: 11 / 0.82
fa_1: 110 / 44
ha_1: 52 / 13
inv_1: 98 / 7.3
mux2_2: 8 / 1.8
mux2i_1: 7 / 1.4
nand2_1: 45 / 3.4
nand3_1: 4 / 0.40
nor2_1: 53 / 4.0
nor3_1: 5 / 0.50
o21ai_0: 14 / 1.4
o221a_1: 4 / 0.90
or2_2: 3 / 0.37
or3_1: 3 / 0.37
xnor2_1: 7 / 1.2
xor2_1: 7 / 1.2
-- path summary, 6_finish.rpt --
| kind | slack, ns | endpoint | from | cells after the start |
|---|---|---|---|---|
| worst max-delay path | -2.45 | result[9] | a[7] | 101 |
| worst min-delay path | 13.65 | result[0] | b[0] | 6 |
-- tightest hold or removal path: stages --
cell and delay, ns:
buf_2 0.11, buf_4 0.27, ha_1 0.23, a221o_1 0.18, a21oi_2 0.04, buf_2 0.10
-- metrics by stage --
| step | util [%] | TNS, ns |
|---|---|---|
| 2_1_floorplan | - | -22.62 |
| 3_3_place_gp | 65.4 | -29.13 |
| 3_5_place_dp | 65.4 | -29.55 |
| 4_1_cts | 67.1 | -22.24 |
| 5_1_grt | 67.5 | -28.09 |
| 6_report | 67.5 | -21.08 |
-- metal layers --
layer / track usage (%) / vias to the layer above
met2: 46.1 / 104
met4: 5.27 / 0
met5: 0 / -
li1: - / 1987
met3: 6.95 / 21
met1: 47.4 / 2026
-- where the power goes --
| group | internal (mW) | switching (mW) |
|---|---|---|
| Clock | 0 | 0 |
| Combinational | 0.222 | 0.221 |
| Sequential | 0 | 0 |
| Total | 0.222 | 0.221 |
-- cell type report --
type	instances	area (um2)	area share (%)
well taps	133	166	2.52
multi-input cells	418	4980	75.5
inverters	99	387	5.86
repair buffers	132	1060	16.1
-- kinds of logic after synthesis --
logic type,synth area share [%]
and+or+nand+nor,12.0
buffers and inverters,9.19
xor gates and xnor gates,2.44
muxes,3.94
AOI/OAI and AO/OA,15.6
adders and majority gates,56.8
-- timing repair --
action | 4_1_cts | 5_1_grt
cloned | 0 | 0
pin swaps | 27 | 5
gates resized | 63 | 11
endpoints found under the setup margin | 10 | 10
setup buffers | 13 | 2
hold endpoints to repair | 0 | 0
No activity file was given, so power comes from the tool's default toggle rates.
