`./config.mk`:
```
export PLATFORM = sky130hd
export DESIGN_NAME = repeated_mul_8bit
export DESIGN_NICKNAME = repeated_mul_8bit
export VERILOG_FILES = /design/flow/design.v
export SDC_FILE = /design/flow/constraint.sdc
export NUM_CORES = 4
export LEC_CHECK = 1
export CORE_UTILIZATION = 50
```
`./constraint.sdc`:
```
current_design repeated_mul_8bit

set clk_period 7.6
set clk_io_pct 0.2

create_clock -name clk0 -period $clk_period [get_ports {clk}]

set non_clock_inputs [all_inputs -no_clocks]
set_input_delay [expr $clk_period * $clk_io_pct] -clock clk0 $non_clock_inputs
set_output_delay [expr $clk_period * $clk_io_pct] -clock clk0 [all_outputs]
```
`./design.v`:
```
module repeated_mul_8bit(
    input  wire clk,
    input  wire rst,
    input  wire start,
    input  wire [7:0] A,
    input  wire [7:0] B,
    output reg  [15:0] product,
    output reg  done
);
    reg [7:0]  count;
    reg [15:0] accum;
    reg        busy;
    always @(posedge clk or posedge rst) begin
        if (rst) begin
            product <= 16'h0000;
            done    <= 1'b0;
            count   <= 8'h00;
            accum   <= 16'h0000;
            busy    <= 1'b0;
        end else begin
            if (start) begin
                accum <= 16'h0000;
                count <= B;
                done  <= 1'b0;
                busy  <= 1'b1;
            end else if (busy) begin
                if (count != 0) begin
                    accum <= accum + A;
                    count <= count - 1;
                end else begin
                    product <= accum;
                    done    <= 1'b1;
                    busy    <= 1'b0;
                end
            end
        end
    end
endmodule
```
`./run.sh`:
```
#!/bin/bash
# OpenROAD 26Q1-2900-gdf79404cd8, Yosys 0.63+post, stock flow scripts
make -C /OpenROAD-flow-scripts/flow DESIGN_CONFIG=/design/flow/config.mk WORK_HOME=/design/flow/orfs finish
```
==> impl_metrics.ini <==
; synthesis and place-and-route metrics
[status]
status = completed

[run]
maxCapViolations = 0
warnings = 27

[place]
place_hpwl_um = 3020
dp_cells = 297
port_buffers = 35
gp_congestion = 0.905

[detailed_routing]
route.vias.total = 1696
met3WireLength_um = 190
postRouteAntennaNets = 0
viasPerCell = 5.56
met2_length_um = 1840
wirelength_um = 4370
first_pass_iters = 4
drtIter0Drc = 101
drc = 0
diodes = 0
drt-met1-wl_um = 2250
wire_per_inst_um = 14.3
top_layer = met4

[timing]
fin_tns_setup_ns = 0
finClkSkew_ns = 0.00667
max_freq_mhz = 263
relSlewSlack_pct = 57.4
setup_viol = 0
fin_crit_sh_pct = 50.1
drv_slew = 0
max_slew.worst_pin.slew_ns = 0.629
fin_crit_ns = 3.81
hold_viol = 0
grt_setup_unrepaired = no

[worst_setup_path]
crit_slowest_cell = clkdlybuf4s50_1
critPathMaxFanout = 5
r2r_start = accum[0]
setup.worst_path.start = A[0]
cpPeakStageDelay_ns = 0.46
cp_cell_sequence = clkdlybuf4s50_1, ha_1, inv_1, fa_1, or2b_2, a21oi_1, o311ai_1, a21boi_1, mux2_2
critPathCaptureType = register
critPathArrivalTime_ns = 4.00
startpoint_type = input port
crit_required_ns = 7.79
path_class = input port to register
ff2ff_path_depth = 8

[synthesis]
most_common_cell = dfrtp_1
synthArstFlopShare_pct = 100
top_area_share_pct = 46.5
largest_area_cell = dfrtp_1
edf_count = 0
ys.flops = 42
synth_area_um2 = 2260
ys.flop_type = dfrtp_1
synth.cells.most_frequent = 42 x dfrtp_1, 18 x o21ai_0, 17 x a21oi_1
synth_seq_share_pct = 46.5
area_leaders = dfrtp_1 47%, mux2_2 8.0%, ha_1 5.5%
ys_cells = 214
synthCells = 214
yosysUniqueCellTypes = 47
syn_avg_cell_area_um2 = 10.6
ys_warn_count = 1
ys_area_um2 = 2260

[min_path]
hp-class = register to register
hold_path_startpoint = product[11]
whs_path_depth = 2

[grt]
antenna_found_initial = 0
grt-ovfl-total = 0
grt_usage_pct = 21.0
first_global_vias = 1694
grt_max_degree = 43
grt_pass1_wl_um = 7980

[clock_network]
cts_resized = 0
postCtsSetupBuffers = 0
clkLatencyLatePin_ns = 0.29
cts_tree = done
cts_made_buffers = 5
cts.sinks = 42
cts.htree.levels = 2
clock_path_buffers = 2
holdBufCountCts = 0
cts.clk_slew.worst_paths_ns = 0.08
root_buffer = clkbuf_8

[die]
fp_util_pct = 51.9
dieArea_um2 = 4790
die_y_um = 69.2
coreArea_um2 = 4350
ios = 36
row_count = 24
die_w_um = 69.2

[final_layout]
layout-drive-gt1-share_pct = 15.0
area_growth_pct = 24.0
final_cells = 305

[power_and_ir_drop]
p_leak_uw = 0.00123
finalPower_uw = 659
p_per_area_nw_per_um2 = 235
ir_drop_uv = 182
==> per-stage QoR <==
stage	worst slack [ns]	cell area, um2	hold WS, ns	utilization (%)
floorplan	4.15	2260	0.426	-
global placement	3.54	2660	0.464	61.1
detailed placement	3.51	2660	0.469	61.1
CTS	3.82	2800	0.489	64.3
global route	3.64	2800	0.530	64.3
finish	3.79	2800	0.482	64.3
==> sequential cells by signal, summed over array words and instances (netlist names) <==
name and flops:
accum 16, busy 1, count 8, done 1
product 16
==> layout make-up <==
class	count	area (um2)
Inverter	14	55.1
Multi-Input combinational cell	151	1110
Clock buffer	6	82.6
Sequential cell	42	1050
Clock inverter	2	60.1
Fill cell	334	1550
Tap cell	52	65.1
Timing Repair Buffer	38	373
==> layer usage <==
layer,GRT usage (%),vias up
li1,-,857
met1,36.5,786
met2,30.6,42
met3,2.65,11
met4,3.63,0
met5,0,-
==> critical path, delay by kind of cell <==
family	cells	cell delay, ns
AOI/OAI and AO/OA	3	0.70
adders and majority gates	2	0.57
buffers and inverters	2	0.52
muxes	1	0.34
and+or+nand+nor	1	0.33
==> layout by cell type (no fill, tap or decap), types with 3 or more instances in the layout <==
cell type,instances
a22o_1,3
o21ai_0,18
o211ai_1,3
or3_1,6
o22ai_1,3
clkdlybuf4s50_1,35
nor2_1,10
inv_1,13
nand4_1,3
nand2_1,15
a21o_1,3
a21oi_1,17
buf_4,3
nand3_1,4
a211oi_1,3
nor3_1,5
mux2_2,16
clkbuf_8,6
ha_1,10
dfrtp_1,42
==> logic make-up (layout without fill, tap and decap cells) <==
logic type,count (synthesis),after routing,share of synthesized area [%]
multiplexers,16,16,7.98
AND-OR/OR-AND,63,63,19.2
flip-flops,42,42,46.5
XOR/XNOR,3,3,1.16
AND/OR/NAND/NOR,58,58,14.6
buffers and inverters,21,60,4.10
adder cells (fa/ha/maj),11,11,6.43
==> report_power, final <==
group          total, uW  switching (uW)  leakage, uW  internal (uW)
Sequential           273            24.3     0.000553            248
Clock                217            76.8    0.0000714            140
Combinational        169            86.6     0.000610           82.9
==> worst paths after layout <==
kind	to	slack (ns)
max	accum[12]	3.79
min	product[11]	0.48
min reg2reg	product[11]	0.48
max reg2reg	accum[12]	5.10
max in group asynchronous	accum[7]	5.57
min in group asynchronous	product[5]	1.66
No activity file was given, so power comes from the tool's default toggle rates.
